==> design/flow/design.v <==
`timescale 1ns / 1ps
module rom_add(istr, pc, clk);
input [4:0] pc;
input clk;
output [15:0] istr;
reg  [15:0] istr;
always @ (posedge clk)
begin
case(pc)
5'b00000: istr = 16'b0000000000001010;
5'b00001: istr = 16'b1110000011010000;
5'b00010: istr = 16'b1110111110010000;
5'b00011: istr = 16'b0000000000010001;
5'b00100: istr = 16'b1110001100001000;
endcase
end
endmodule
==> design/flow/run.sh <==
#!/bin/bash
# OpenROAD 26Q1-2900-gdf79404cd8, Yosys 0.63+post, stock flow scripts
make -C /OpenROAD-flow-scripts/flow DESIGN_CONFIG=/design/flow/config.mk WORK_HOME=/design/flow/orfs finish
==> design/flow/config.mk <==
export PLATFORM = sky130hd
export DESIGN_NAME = rom_add
export DESIGN_NICKNAME = rom_add
export VERILOG_FILES = /design/flow/design.v
export SDC_FILE = /design/flow/constraint.sdc
export NUM_CORES = 4
export LEC_CHECK = 1
export CORE_AREA = 10 10 70 70
export DIE_AREA = 0 0 80 80
==> design/flow/constraint.sdc <==
current_design rom_add

set clk_period 2.3
set clk_io_pct 0.2

create_clock -name clk0 -period $clk_period [get_ports {clk}]

set non_clock_inputs [all_inputs -no_clocks]
set_input_delay [expr $clk_period * $clk_io_pct] -clock clk0 $non_clock_inputs
set_output_delay [expr $clk_period * $clk_io_pct] -clock clk0 [all_outputs]
==> run summary <==
Reports from this run.

- The number of global-route vias before repair is 376.
- The largest family of logic cells by area is simple AND/OR/NAND/NOR gates.
- The post-synthesis share of cell area spent on full adders, half adders and majority gates reads 0.
- Each instance of the synthesized netlist takes up on average 12.1 µm².
- The total count of hold-check failures in the final report reads 0.
- The final max-slew violation count reads 0.
- Entering global routing, the biggest net connects 11 pins.
- The summed instance area of the synthesized netlist is 485 µm².
- The residual overflow from global routing is 0.
- The maximum level of the CTS H-tree is 1.
- The clock edge transition at the registers on the reported setup and hold paths is 0.06 ns.
- The xor and xnor area share after synthesis is 0.0541.
- The global routing report lists combined usage of all routing layers as 0.0305.
- Nets still carrying antenna violations after routing amount to 0.
- Among all stages on the critical path, the largest delay is contributed by clkdlybuf4s50_1.
- The pre-placement core utilization reads 0.142.
- The routed wire length per instance reads 9.60 µm.
- The area fraction in mux cells reads 0.
- The highest clock rate this design can be run at is 0.613 GHz.
- After detailed routing, the number of vias per cell comes to 3.18.
- The die width reads 80 µm.
- For this run, the chip area from Yosys synthesis comes to 485 µm².
- The family with the most delay on the worst path is buffers and inverters.
- After detailed placement, the design holds a cell count of 98.
- The critical path buffer and inverter count reads 1.
- The total die size is 6400 µm².
- The iteration-0 DRC count of the detailed router is 0.
- The total of buffers placed on input and output ports reads 18.
- The number of hold-repair buffers added at the cts stage reads 0.
- Yosys mapped the design onto 18 distinct sky130hd cell types.
- The clock tree from TritonCTS is built.
- The clock period minus worst slack is 1.63 ns.
- The via count is 324.
- The critical path is of the in2reg type.
- The power after layout reads 368 µW.
- For this run, the detailed router's first-pass iteration total came to 1.
- The number of remaining DRC errors is 0.
- Setup repair after global routing left no endpoint under its margin.
- The warning tally printed by Yosys for this design is 1.
- The top fanout value on the critical path reads 9.
- The number of flip-flops under the largest register name is 9.
- The number of endpoints failing setup at the final stage is 0.
- The instance tally after logic synthesis reads 40.
- The clock tree root driver cell reads clkbuf_4.
- The worst ir drop on vdd is 0.000117 V.
- In this run, synthesis produced a sequential element count of 9.
- The post-layout instance count excluding filler cells is 102.
- No sink is reached through more buffers than the 2 on the longest clock path.
- The number of max-cap violations is 0.
- The area share of and/or/nand/nor cells after synthesis is 0.178.
- The y dimension of the die is 80 µm.
- The total inserted antenna cells is 0.
- The arrival time of the worst setup path reads 1.55 ns.
- The worst setup timing slack at the placement stage reads 0.408 ns.
- The path category of the worst min-delay check reads in2reg.
- The data required time at the worst endpoint is 2.22 ns.
- The worst min-delay path startpoint reads pc[3].
- The weighted congestion at the end of routability-driven global placement is 0.840.
- The cell count in the Yosys report reads 40.
- In the finished design, the share of the clock period the worst path needs comes to 0.709.
- Tracing the worst setup path back leads to its startpoint at pc[2].
- Per the synthesis report, the AND-OR/OR-AND share of the synthesized area is 0.0515.
- The final report gives the core utilization as 0.204.
- The number of antenna violations at the first check in global routing reads 0.
- For the final routed database, the setup TNS stands at 0 ns.
- The flow ran to the end, and the final reports show no timing, DRC or antenna violations.
- The summed area of non-filler cells in the final layout reads 698 µm².
- The detailed router reported a total wirelength of 979 µm.
- The number of OpenROAD warnings is 25.
- The setup slack of the critical path after layout reads 0.670 ns.
- The power density relative to cell area reads 527 nW/µm².
- The fraction of layout cells with a size suffix above 1 reads 0.143.
- The worst hold slack reads 0.955 ns.
- TritonCTS created 3 clock buffers.
- The number of buffers inserted by post-CTS setup repair reads 0.
- Traced cell by cell, the critical path runs through clkdlybuf4s50_1, o21ai_0, and2_1.
- The number of sinks handled by clock tree synthesis reads 9.
- The core region area is 3420 µm².
- The kind of launch point of the worst setup path reads an input port.
- Compared with the post-synthesis result, the final layout area differs by 43.8%.
- The floorplan has 21 rows.
- The cell area after placement is 672 µm².
- The share of the Yosys chip area taken by registers is 0.557.
- For this design the top-level I/O count stands at 22.
- The longest individual stage delay on the worst path reads 0.52 ns.
- The first global-routing pass estimated 1.56 mm of wire.
- The kind of end point of the critical path reads a register.
- The analysis attributes to cell leakage a power of 0.235 nW.
- The total of cells resized after clock tree synthesis reads 0.
==> cells by family after synthesis <==
family,Yosys count
buffers and inverters,10
DFF,9
AOI/OAI and AO/OA,4
xor gates and xnor gates,3
other,1
and+or+nand+nor,13
==> placed cells by master (no fill, tap or decap) <==
| cell | instances |
|---|---|
| and2_1 | 1 |
| and3_1 | 1 |
| buf_4 | 2 |
| clkbuf_1 | 1 |
| clkbuf_4 | 3 |
| clkdlybuf4s50_1 | 18 |
| conb_1 | 3 |
| edfxtp_1 | 9 |
| nand3_1 | 1 |
| nor2_1 | 4 |
| nor3_1 | 1 |
| nor3b_2 | 2 |
| nor4_1 | 1 |
| o211a_1 | 1 |
| o21ai_0 | 3 |
| or3_1 | 1 |
| or3_4 | 1 |
| xnor2_1 | 2 |
| xor2_1 | 1 |
==> per-layer routing <==
layer / track usage / wire [µm] / vias to the layer above
met5: 0 / 0 / -
met4: 0.00704 / 23 / 0
met3: 0.0182 / 115 / 5
met2: 0.0441 / 397 / 18
met1: 0.0379 / 443 / 140
li1: - / - / 161
==> synthesized netlist by cell type, drive strengths merged <==
cell	instances	share of area
nand3	1	0.010
nor3b	2	0.052
buf	10	0.15
and2	1	0.013
nor3	1	0.010
xnor2	2	0.036
xor2	1	0.018
o21ai	3	0.031
o211a	1	0.021
nor4	1	0.013
or3	2	0.036
conb	1	0.0077
and3	1	0.013
edfxtp	9	0.56
nor2	4	0.031
==> final cells by class <==
cell class / instances / area [µm²]
clock buffer: 4 / 26.3
fill: 385 / 2720
multi-input combinational: 23 / 149
sequential: 9 / 270
tap: 46 / 57.6
timing repair buffer: 20 / 195
==> final timing paths <==
| kind | end | slack (ns) | depth (start not counted) |
|---|---|---|---|
| hold / removal | istr[9]$_DFFE_PP_ | 0.95 | 2 |
| setup / recovery | istr[0]$_DFFE_PP_ | 0.67 | 3 |
==> where the power goes <==
part | switching [mW] | internal (mW)
Combinational | 0.0200 | 0.0371
Sequential | 0.00321 | 0.190
Clock | 0.0511 | 0.0666
Power and IR drop assume default switching activity.
