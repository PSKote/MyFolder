==> /design/flow/design.v <==
`timescale 1ns / 1ps
module NAND_gate(output y,input a,input b);
nand(y,a,b);
endmodule
`timescale 1ns / 1ps
module mux16_21(out,s,a,b);
input [15:0]a;input [15:0]b;
input s;
output [15:0]out;
mux21 mx1 (out[0],a[0],b[0],s);
mux21 mx2 (out[1],a[1],b[1],s);
mux21 mx3 (out[2],a[2],b[2],s);
mux21 mx4 (out[3],a[3],b[3],s);
mux21 mx5 (out[4],a[4],b[4],s);
mux21 mx6 (out[5],a[5],b[5],s);
mux21 mx7 (out[6],a[6],b[6],s);
mux21 mx8 (out[7],a[7],b[7],s);
mux21 mx9 (out[8],a[8],b[8],s);
mux21 mx10 (out[9],a[9],b[9],s);
mux21 mx11 (out[10],a[10],b[10],s);
mux21 mx12(out[11],a[11],b[11],s);
mux21 mx13 (out[12],a[12],b[12],s);
mux21 mx14 (out[13],a[13],b[13],s);
mux21 mx15 (out[14],a[14],b[14],s);
mux21 mx16 (out[15],a[15],b[15],s);
endmodule
`timescale 1ns / 1ps
module mux16_81(out, s, a, b, c, d, e, f, g, h);
input [15:0]a, b, c, d, e,f ,g, h;
input [2:0] s;
output [15:0] out;
wire [15:0] w1, w2;
mux_16_41 m1 (w1, s[1:0], a, b, c, d);
mux_16_41 m2 (w2, s[1:0], e, f, g, h);
mux16_21 m3 (out, s[2], w1, w2); 
endmodule
`timescale 1ns / 1ps
module mux21(out, a ,b, sel);
output out;
input a, b, sel;
wire w1, w2, w3;
NAND_gate m1 ( w1, sel, sel);
NAND_gate m2 (w2, a, w1);
NAND_gate m3 ( w3, b, sel);
NAND_gate m4 (out, w2, w3);
endmodule
`timescale 1ns / 1ps
module mux41(out, s, a, b, c, d);
output out;
input a, b, c, d;
input [1:0] s;
wire w1, w0;
mux21 m21 (w1, a, b, s[0]);
mux21 m22 (w0, c, d, s[0]);
mux21 m23 (out, w1, w0, s[1]);
endmodule
`timescale 1ns / 1ps
module mux_16_41(out, s, a, b, c, d);
output [15:0]out; 
input [1:0] s; input [15:0]a; input [15:0]b; input [15:0]c; input [15:0]d;
mux41 mx1 (out[0], s, a[0], b[0], c[0], d[0]);
mux41 mx2 (out[1], s, a[1], b[1], c[1], d[1]);
mux41 mx3 (out[2], s, a[2], b[2], c[2], d[2]);
mux41 mx4 (out[3], s, a[3], b[3], c[3], d[3]);
mux41 mx5 (out[4], s, a[4], b[4], c[4], d[4]);
mux41 mx6 (out[5], s, a[5], b[5], c[5], d[5]);
mux41 mx7 (out[6], s, a[6], b[6], c[6], d[6]);
mux41 mx8 (out[7], s, a[7], b[7], c[7], d[7]);
mux41 mx9 (out[8], s, a[8], b[8], c[8], d[8]);
mux41 mx10 (out[9], s, a[9], b[9], c[9], d[9]);
mux41 mx11 (out[10], s, a[10], b[10], c[10], d[10]);
mux41 mx12 (out[11], s, a[11], b[11], c[11], d[11]);
mux41 mx13 (out[12], s, a[12], b[12], c[12], d[12]);
mux41 mx14 (out[13], s, a[13], b[13], c[13], d[13]);
mux41 mx15 (out[14], s, a[14], b[14], c[14], d[14]);
mux41 mx16 (out[15], s, a[15], b[15], c[15], d[15]);
endmodule
==> /design/flow/run.sh <==
#!/bin/bash
# OpenROAD 26Q1-2900-gdf79404cd8, Yosys 0.63+post, stock flow scripts
make -C /OpenROAD-flow-scripts/flow DESIGN_CONFIG=/design/flow/config.mk WORK_HOME=/design/flow/orfs finish
==> /design/flow/config.mk <==
export PLATFORM = sky130hd
export DESIGN_NAME = mux16_81
export DESIGN_NICKNAME = mux16_81
export VERILOG_FILES = /design/flow/design.v
export SDC_FILE = /design/flow/constraint.sdc
export NUM_CORES = 4
export LEC_CHECK = 1
export CORE_AREA = 10 10 105 105
export DIE_AREA = 0 0 115 115
==> /design/flow/constraint.sdc <==
current_design mux16_81

set clk_period 1.9
set clk_io_pct 0.2

create_clock -name clk0 -period $clk_period

set non_clock_inputs [all_inputs -no_clocks]
set_input_delay [expr $clk_period * $clk_io_pct] -clock clk0 $non_clock_inputs
set_output_delay [expr $clk_period * $clk_io_pct] -clock clk0 [all_outputs]
==> impl_metrics.json <==
{
  "highest_layer": "met5",
  "viasPerCell": 4.09,
  "holdCritStartpoint": "c[9]",
  "sequentialPowerShare": 0,
  "power.switching_uw": 147,
  "failed_checks": "negative setup slack",
  "drt_iter0_drc": 52,
  "finalSetupViolCount": 16,
  "synth_area_leader_cell": "mux4_1",
  "dp.cells": 308,
  "hold_buffers": 0,
  "power.internal_uw": 431,
  "fmax_ghz": 0.516,
  "hold_class": "input pin to output port",
  "ir_drop_mv": 0.0953,
  "num_antenna_cells": 0,
  "fp_util": 0.136,
  "io_pins": 147,
  "gr-total-overflow": 0,
  "power_frac_comb": 1.000,
  "post-route-drc-count": 0,
  "grt_pass1_wl_um": 9660,
  "wire_per_inst_um": 21.4,
  "gp_congestion": 0.720,
  "critPathCapture": "out[11]",
  "antenna_found_initial": 2,
  "cts_setup_buffers": 0,
  "n_clock_buffer": 0,
  "setup_slack_ps": -36.9,
  "area_leaders": "mux4_1 (62%), mux2_2 (15%), buf_4 (10%), mux4_2 (7.6%), buf_6 (3.8%)",
  "grt_pass1_vias": 1525,
  "seq_area_sq_um": 0,
  "route.met3.wl_um": 699,
  "critPathKind": "input pin to output port",
  "die_width_um": 115,
  "slew-limit-headroom": 0.890,
  "synthTopCellsByCount": "mux4_1 (28), buf_4 (16), mux2_2 (16), buf_6 (4), mux4_2 (4)",
  "power.density_nw_per_um2": 216,
  "tightestPinTransition_ps": 164,
  "finalClockPeriodUsage": 1.02,
  "status": "complete, but fails checks",
  "top_cell_area_share": 0.618,
  "dr.pass1.iters": 4,
  "crit_fanout": 6,
  "ys_chip_area_sq_um": 1190,
  "finalMaxSlewViolations": 0,
  "vias": 1283,
  "yosys_cells": 73,
  "clock_power_share": 0,
  "area_growth_pct": 125,
  "routed_wirelength_um": 6730,
  "grt_start_max_net_pins": 17,
  "avgSynthCellArea_sq_um": 16.3,
  "rows": 34,
  "core_sq_um": 8760,
  "synth_cells": 73,
  "cp-startpoint": "s[0]",
  "crit_required_ps": 1520,
  "track_usage": 0.0964,
  "tns_ps": -284,
  "drive_gt1_frac": 0.374,
  "top_cell": "mux4_1",
  "yosys_warnings": 0,
  "cp_data_arrival_time_ps": 1560,
  "wl_met2_um": 3450,
  "hpwl_um": 5030,
  "min_period_ps": 1940,
  "ant_nets": 0,
  "end_kind": "output port",
  "hold_viol_final": 0,
  "cap_violations": 0,
  "netSwitchingFraction": 0.254,
  "netlist_area_sq_um": 1190,
  "synth_seq_share": 0,
  "p_leak_nw": 1.24,
  "met1Wirelength_um": 2550,
  "synth_cell_types": 8,
  "port_buffers": 147,
  "die.size.y_um": 115,
  "openroad.warnings": 35,
  "dieArea_sq_um": 13200,
  "final-instance-count-excl-fill": 314,
  "rsz0062_at_grt": "yes",
  "cp-start-kind": "input pin",
  "ff_count": 0
}
[power groups by stage]
stage	Sequential, mW	Clock [mW]	Combinational (mW)
CTS	0	0	0.581
global route	0	0	0.620
finish	0	0	0.577
[cell usage in the layout (no fill, tap or decap)]
master           netlist  layout
buf_2                  0       2
buf_6                  4      15
dlygate4sd2_1          0     128
mux2_4                 0      16
buf_4                 16       2
bufbuf_16              0       1
clkdlybuf4s50_1        0       1
mux4_2                 4      32
buf_16                 0       6
buf_12                 0       3
[metrics by stage]
stage / utilization / hold WS [ps] / instance area (sq um) / worst slack (ps) / total power, mW
finish: 0.306 / 1370 / 2680 / -36.9 / 0.577
global route: 0.306 / 1390 / 2680 / -69.6 / 0.620
floorplan: - / 1080 / 1170 / -8.89 / 0.244
global placement: 0.303 / 1890 / 2650 / -625 / 0.561
detailed placement: 0.303 / 1890 / 2650 / -626 / 0.566
CTS: 0.304 / 1380 / 2660 / -50.3 / 0.581
[how the worst min path moves through the flow]
stage / to / depth (start not counted)
6_report: out[9] / 4
4_1_cts: out[8] / 4
5_1_grt: out[7] / 4
[cell families after synthesis]
logic type	after synthesis	synth area share
buffers and inverters	25	0.155
muxes	48	0.845
[per-layer routing]
metal / up-vias / global-route usage
li1: 577 / -
met1: 630 / 0.121
met2: 68 / 0.166
met3: 4 / 0.0343
met4: 4 / 0
met5: - / 0
[worst max-delay path: stages]
cell and delay, ps:
buf_16 140, buf_16 140, mux4_2 500, mux2_4 290, buf_6 110
[area by class of cell]
type	count	area, sq um
fillers	952	6080
repair buffers	158	1580
multi-input cells	48	961
well taps	108	135
[what timing repair did]
| item | in CTS | in global routing |
|---|---|---|
| pin swaps | 0 | 0 |
| cloned | 6 | 0 |
| setup endpoints to repair | 16 | 16 |
| gates resized | 241 | 3 |
Power and IR drop assume default switching activity.
